$ cat /design/flow/design.v
module cache (
    input logic [31:0] addr,
    input logic clk,
    input logic rst,
    output logic [31:0] out,
    output logic hit
);
    typedef struct {
        logic valid;
        logic [31:0] tag;
        logic [31:0] data;
        logic lru;
    } cache_line;
    cache_line cache_mem[2][4];
    logic [1:0] index;
    logic [31:0] tag;
    logic way_hit[2];
    initial begin
        for (int i = 0; i < 2; i++) begin
            for (int j = 0; j < 4; j++) begin
                cache_mem[i][j].valid = 1'b0;
                cache_mem[i][j].tag = 32'b0;
                cache_mem[i][j].data = 32'b0;
                cache_mem[i][j].lru = 1'b0;
            end
        end
    end
    always @(*) begin
        if (rst == 1'b0) begin
            for (int i = 0; i < 2; i++) begin
                for (int j = 0; j < 4; j++) begin
                    cache_mem[i][j].valid = 1'b0;
                    cache_mem[i][j].tag = 32'b0;
                    cache_mem[i][j].data = 32'b0;
                    cache_mem[i][j].lru = 1'b0;
                end
            end
        end
    end
    assign index = addr[3:2];
    assign tag = addr[31:4];
    always @(negedge clk) begin
        if (rst == 1'b1) begin
            way_hit[0] = (cache_mem[0][index].valid && cache_mem[0][index].tag == tag);
            way_hit[1] = (cache_mem[1][index].valid && cache_mem[1][index].tag == tag);
            if (way_hit[0]) begin
                hit = 1'b1;
                out = cache_mem[0][index].data;
                cache_mem[0][index].lru = 1'b0;
                cache_mem[1][index].lru = 1'b1;
            end else if (way_hit[1]) begin
                hit = 1'b1;
                out = cache_mem[1][index].data;
                cache_mem[1][index].lru = 1'b0;
                cache_mem[0][index].lru = 1'b1;
            end else begin
                hit = 1'b0;
                if (cache_mem[0][index].lru) begin
                    cache_mem[0][index].tag = tag;
                    cache_mem[0][index].data = addr / 4;
                    cache_mem[0][index].valid = 1'b1;
                    cache_mem[0][index].lru = 1'b0;
                    cache_mem[1][index].lru = 1'b1;
                    out = addr / 4;
                end else begin
                    cache_mem[1][index].tag = tag;
                    cache_mem[1][index].data = addr / 4;
                    cache_mem[1][index].valid = 1'b1;
                    cache_mem[1][index].lru = 1'b0;
                    cache_mem[0][index].lru = 1'b1;
                    out = addr / 4;
                end
            end
        end
    end
endmodule
$ cat /design/flow/run.sh
#!/bin/bash
# OpenROAD 26Q1-2900-gdf79404cd8, Yosys 0.63+post, stock flow scripts
make -C /OpenROAD-flow-scripts/flow DESIGN_CONFIG=/design/flow/config.mk WORK_HOME=/design/flow/orfs finish
$ cat /design/flow/config.mk
export PLATFORM = sky130hd
export DESIGN_NAME = cache
export DESIGN_NICKNAME = cache
export VERILOG_FILES = /design/flow/design.v
export SDC_FILE = /design/flow/constraint.sdc
export NUM_CORES = 4
export LEC_CHECK = 1
export CORE_AREA = 10 10 88 88
export DIE_AREA = 0 0 98 98
export SYNTH_HDL_FRONTEND = slang
$ cat /design/flow/constraint.sdc
current_design cache

set clk_period 1.0
set clk_io_pct 0.2

create_clock -name clk0 -period $clk_period [get_ports {clk}]

set non_clock_inputs [all_inputs -no_clocks]
set_input_delay [expr $clk_period * $clk_io_pct] -clock clk0 $non_clock_inputs
set_output_delay [expr $clk_period * $clk_io_pct] -clock clk0 [all_outputs]
==> run_results.csv <==
group,metric,value,unit
synthesis,synth.area.mux_share,0,%
placed_design,portBuffers,61,
synthesis,top_logic_kind,"buffers and inverters",
synthesis,yosys.area_share.adder,0,%
placed_design,post-place-ws,-0.7286,ns
route,drc_violations_left,0,
layout,flow.area_growth_from_synthesis,81.59,%
grt,grt.total_usage,6.265,%
synthesis,syn_area_per_cell,26.60,µm²
grt,grt_pass1_vias,856,
synthesis,xor_area_share,0,%
setup_path,end_kind,"output pin",
synthesis,yosys_chip_area,930.9,µm²
placed_design,detailed_place_hpwl,2.373,mm
setup_path,path_cells,"buf_2",
synthesis,basic_gate_share_of_the_synthesized_area_counting_and_or_nand_and_nor_cells,0,%
sta,fin_ws,-0.5135,ns
setup_path,crit_path_max_incr_delay,0.36,ns
floorplanning,initial_utilization,15.72,%
min_path,timing.hold.worst.class,"in -> reg",
grt,grt-ovfl-total,0,
synthesis,yosysUniqueCellTypes,4,
status,violations,"setup timing",
synthesis,postSynthSeqShare,96.77,%
power_and_ir_drop,vdd_ir_drop_max,0.7518,mV
floorplanning,ios,67,
setup_path,path_class,"reg -> out",
run,warnings,59,
setup_path,worst_path_dominant_cell_family,"flip-flops",
clocking,ctsHtreeMaxLevel,2,
power_and_ir_drop,leakagePower,0.8251,nW
synthesis,synth_warnings,1056,
grt,grt_pass1_wl,4.671,mm
clocking,cts_sink_cnt,30,
status,run_status,"finished, violations left",
layout,largest_register_ff_count,30,
setup_path,critPathBufInv,1,
run,maxCapViolCount,0,
floorplanning,placementRows,28,
setup_path,setup.worst_path.start_class,"register",
synthesis,post_synth_inst_count,35,
route,avgRoutedWirePerCell,14.69,µm
layout,layout.core_utilization,28.55,%
route,final_antenna_net_count,0,
floorplanning,chip_area,9604,µm²
setup_path,critical_path_required,0.80,ns
clocking,tritoncts_clock_tree,"built",
grt,grt_max_degree,16,
setup_path,worst_ep_arrival_time,1.31,ns
clocking,worst_setup_hold_path_clk_slew,0.04,ns
floorplanning,die_h,98,µm
route,initialDrtViolationCount,15,
synthesis,ffs_latches_synth,30,
floorplanning,die-width,98,µm
power_and_ir_drop,power_density,1782,nW/µm²
sta,final.hold.worst_slack,0.6672,ns
layout,post_route_cells_drive_above_1_share,29.10,%
setup_path,cpMaxStageDelayCell,"edfxtp_1",
grt,antenna_found_initial,0,
clocking,number_of_buffers_inserted_during_clock_tree_synthesis,5,
route,detail_route.first_pass.iterations,2,
synthesis,area_of_the_mapped_netlist,930.9,µm²
sta,hold_viol,0,
sta,setup_repair_after_global_routing_missed_its_margin,"yes",
floorplanning,core_area,5921,µm²
placed_design,place.gp.congestion,0.7607,
synthesis,post_synth_ao_oa_area_fraction,0,%
clocking,clock-root-buffer,"clkbuf_8",
sta,finalSetupViolCount,30,
sta,timing_max_transition_violations_final,0,
synthesis,cell_count_in_the_yosys_report,35,
route,detailroute.via_count,685,
route,route.antenna.diode_count,0,
clocking,cts_hold_repair.buffers,0,
route,avgViaCountPerCell,3.278,
setup_path,cp_max_fo,1,
clocking,clock_tree.buffer_depth,2,
route,routed_wl,3.070,mm
power breakdown:
| group | leakage (nW) | switching (mW) | internal, mW |
|---|---|---|---|
| logic | 0.325 | 0.0747 | 0.149 |
| registers | 0.294 | 0.0240 | 1.51 |
| clock network | 0.206 | 0.642 | 0.616 |
| total | 0.825 | 0.741 | 2.27 |
per-stage QoR:
stage	cells	power (mW)	area, µm²	TNS [ns]
3_3_place_gp	171	2.073	1640	-47.20
3_5_place_dp	171	2.074	1640	-47.50
6_report	209	3.013	1690	-15.01
2_1_floorplan	37	1.715	938.4	0
5_1_grt	209	3.262	1690	-16.37
4_1_cts	209	3.099	1690	-15.66
layer usage:
layer | routed length, µm | vias up | part of all wire, % | track usage (%)
met1 | 1105 | 320 | 36 | 6.391
met2 | 1585 | 40 | 52 | 10.30
li1 | - | 325 | - | -
met5 | 0 | - | 0 | 0
met4 | 0 | 0 | 0 | 1.454
met3 | 379 | 0 | 12 | 4.339
worst paths after layout:
| path | end | from | depth (start not counted) |
|---|---|---|---|
| max | out[16] | out[16] | 1 |
| min | out[9] | addr[11] | 1 |
Yosys cell counts:
| master | n | area share [%] |
|---|---|---|
| edfxtp_1 | 30 | 97 |
| inv_1 | 1 | 0.40 |
| buf_4 | 3 | 2.4 |
| conb_1 | 1 | 0.40 |
logic make-up (layout without fill, tap and decap cells):
group | Yosys count | in the layout
other cells | 1 | 3
buf+inv | 4 | 101
flops | 30 | 30
area by class of cell:
class	instances	area, µm²
clock buffer	5	68.82
clock inverter	32	120.1
fill	611	4230
multi-input combinational	3	11.26
sequential	30	900.9
tap	75	93.84
timing repair buffer	64	495.5
placed cells by master (no fill, tap or decap):
cell type	instances
buf_12	1
buf_16	2
buf_2	30
buf_4	1
clkbuf_8	5
conb_1	3
dlygate4sd2_1	30
edfxtp_1	30
inv_1	32
what timing repair did:
item,in CTS,in global routing
buffers inserted,0,0
gates cloned,2,0
setup endpoints to repair,90,30
gates resized,130,0
Power is estimated from default activity; no workload was simulated.
